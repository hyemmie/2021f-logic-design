===== flow/run.sh =====
#!/bin/bash
# OpenROAD 26Q1-2900-gdf79404cd8, Yosys 0.63+post, stock flow scripts
make -C /OpenROAD-flow-scripts/flow DESIGN_CONFIG=/design/flow/config.mk WORK_HOME=/design/flow/orfs finish

===== flow/design.v =====
`timescale 1ns / 1ps
module CatalogCounter4Bit(
    input P,
    input T,
    input CLK,
    input [3:0] data,
    input LOAD,
    input CLR,
    output RCO,
    output [3:0] Qdata
    );
	 reg [3:0] state = 4'b0000;
	 reg srco = 1'b0;
	 always @ (posedge CLK) begin
		if (CLR == 1'b1) begin
			state <= 4'b0000;
			srco <= 1'b0;
		end
		else if (LOAD == 1'b1) begin 
			state <= data;
				if (data == 4'b1111) begin
					srco <= 1'b1;
				end
				else begin
					srco <= 1'b0;
				end
		end
		else if (P == 1'b1 & T == 1'b1) begin
			if (state == 4'b1110) begin
				srco <= 1'b1;
				state <= state + 1;
			end
			else
				srco <= 1'b0;
				state <= state + 1;
			begin
			end
		end
		else begin
			srco <= srco;
			state <= state;
		end
	 end
	 assign Qdata = state;
	 assign RCO = srco;
endmodule
`timescale 1ns / 1ps
module CatalogCounter8Bit(
	 input P,
	 input T,
    input CLK,
    input [7:0] data,
    input LOAD,
    input CLR,
    output RCO,
    output [7:0] Qdata
    );
	 wire low_rco;
	 wire high_rco;
	 reg total_rco = 1'b0;
	 reg high_clr;
	 CatalogCounter4Bit lower(P, T, CLK, data[3:0], LOAD, CLR, low_rco, Qdata[3:0]);
	 CatalogCounter4Bit higher(low_rco, low_rco, CLK, data[7:4], LOAD, high_clr, high_rco, Qdata[7:4]);
	always @ (posedge CLK) begin
		if (Qdata[7:0] == 8'b11111110 & {P, T, LOAD, CLR} == 4'b1100) begin
			total_rco <= 1'b1;
			high_clr <= 1;
		end
		else begin
			total_rco <= 1'b0;
			high_clr <= CLR;
		end
	end
	 assign RCO = total_rco;
endmodule

===== flow/config.mk =====
export PLATFORM = sky130hd
export DESIGN_NAME = CatalogCounter8Bit
export DESIGN_NICKNAME = CatalogCounter8Bit
export VERILOG_FILES = /design/flow/design.v
export SDC_FILE = /design/flow/constraint.sdc
export NUM_CORES = 4
export LEC_CHECK = 1
export CORE_AREA = 10 10 70 70
export DIE_AREA = 0 0 80 80

===== flow/constraint.sdc =====
current_design CatalogCounter8Bit

set clk_period 2.3
set clk_io_pct 0.2

create_clock -name clk0 -period $clk_period [get_ports {CLK}]

set non_clock_inputs [all_inputs -no_clocks]
set_input_delay [expr $clk_period * $clk_io_pct] -clock clk0 $non_clock_inputs
set_output_delay [expr $clk_period * $clk_io_pct] -clock clk0 [all_outputs]

==> flow_metrics.env <==
# source this file to load flow results
export IMPL_status="completed"
export IMPL_post_drt_wl_per_cell_um=11.5
export IMPL_num_vias=528
export IMPL_cts_hold_fix_buffers=0
export IMPL_flop_cell="dfxtp_1"
export IMPL_p_sw_uw=104
export IMPL_drt_first_pass_iters=2
export IMPL_finalClockSkew_ns=0.00405
export IMPL_p_leak_nw=0.312
export IMPL_synth_stat_cells=61
export IMPL_final_common_cell="clkdlybuf4s50_1"
export IMPL_cts_root_buf="clkbuf_4"
export IMPL_ys_flops=11
export IMPL_grt_start_max_net_pins=13
export IMPL_seqPwrFrac_pct=50.9
export IMPL_die_h_um=80
export IMPL_postSynthSeqShare_pct=41.1
export IMPL_intPower_uw=320
export IMPL_syn_area_per_cell_um2=8.78
export IMPL_most_common_layout_cells="clkdlybuf4s50_1, dfxtp_1, nor2_1"
export IMPL_post_synth_instance_area_um2=536
export IMPL_hpwlAfterDp_um=1210
export IMPL_critPathSlowestCell="clkdlybuf4s50_1"
export IMPL_power_per_cell_area_nw_per_um2=514
export IMPL_drt_drc_violations_left=0
export IMPL_drtAntennaViolNets=0
export IMPL_drt_initial_drc_count=22
export IMPL_grt_overflow_total=0
export IMPL_wl_um=1510
export IMPL_grt_pass1_vias=516
export IMPL_synth_largest_type_area_fraction_pct=41.1
export IMPL_max_cap_viol_count=0
export IMPL_final_setup_viol_count=0
export IMPL_synth_warnings=2
export IMPL_post_synth_main_area_contributors="dfxtp_1, ha_1, xor2_1"
export IMPL_clock_fmax_mhz=617
export IMPL_worst_setup_path_type="reg -> out"
export IMPL_placeableCoreArea_um2=3420
export IMPL_floorplan_core_util_pct=15.7
export IMPL_clk_transition_reported_paths_ns=0.07
export IMPL_asyncSetResetFlopFracSynth_pct=0
export IMPL_critical_path_endpoint_type="primary output"
export IMPL_warnings=26
export IMPL_number_of_distinct_library_cell_variants_in_the_gate_level_netlist_after_synthesis=23
export IMPL_final_fill_count=377
export IMPL_buffer_ports_inserted=21
export IMPL_grt_antenna_before_repair=0
export IMPL_highest_ir_drop_seen_on_vdd_uv=217
export IMPL_number_of_clock_sinks_seen_by_cts=11
export IMPL_area_delta_synth_final_pct=54.0
export IMPL_rsz0062_at_grt="no"
export IMPL_die_area_um2=6400
export IMPL_ctsResizeCount=0
export IMPL_n_antenna_cell=0
export IMPL_cp_num_buf_inv=1
export IMPL_grt_util_all_layers_pct=4.93
export IMPL_tritoncts_num_buffers=3
export IMPL_timing_final_hold_violations=0
export IMPL_power_share_clock_pct=30.6
export IMPL_crit_path_cell_trace="clkdlybuf4s50_1"
export IMPL_path_max_fanout=4
export IMPL_ys_area_um2=536
export IMPL_post_drt_via_cell_ratio=4.03
export IMPL_start_kind="flop"
export IMPL_cts_post_setup_buffers_inserted=0
export IMPL_worst_pin_slew_ns=0.360
export IMPL_final_period_minus_worst_setup_slack_ns=1.62
export IMPL_layout_cell_share_with_drive_strength_beyond_1_pct=7.06
export IMPL_share_comb_of_total_power_pct=18.5
export IMPL_period_used_pct=70.5
export IMPL_min_delay_path_class="reg -> reg"
export IMPL_cts_max_path_buffers=2
export IMPL_io_pins=22
export IMPL_die_w_um=80
export IMPL_peak_per_stage_delay_on_the_critical_path_ns=0.50
export IMPL_arrival_ns=1.16
export IMPL_cts_htree_levels=1
export IMPL_timing_critical_path_max_delay_family="buffers and inverters"
export IMPL_synth_largest_area_cell="dfxtp_1"
export IMPL_netlist_instances=61
export IMPL_final_max_slew_violation_count=0
export IMPL_rows=21
export IMPL_cts_tree="built"
export IMPL_switching_share_pct=24.6
export IMPL_enable_flop_cells=0
export IMPL_worstSkewPairLatency_ns=0.26
export IMPL_slew_headroom_pct=75.9
export IMPL_globalplace_congestion=0.794
export IMPL_fin_hold_ws_ns=0.484
export IMPL_global_route_wire_length_before_repair_um=2530
export IMPL_setup_tns_after_final_layout_ns=0
export IMPL_required_ns=1.84
[state kept, by name, indices dropped and copies added (netlist names)]
signal / flops
lower.state: 4
lower.srco: 1
high_clr: 1
higher.state: 4
total_rco: 1
[routing by layer]
layer,wire length [µm],track usage [%],vias up
li1,-,-,270
met3,120,2.50,2
met2,635,6.98,15
met5,0,0,-
met1,744,6.79,241
met4,10,0.352,0
[through the flow]
stage | power (mW) | area (µm²) | std cells | util [%] | setup WS [ns]
after detailed placement | 0.299 | 798 | 127 | 23.4 | 0.490
after CTS | 0.429 | 825 | 131 | 24.1 | 0.669
after global placement | 0.298 | 798 | 127 | 23.4 | 0.532
after global routing | 0.455 | 825 | 131 | 24.1 | 0.590
final | 0.424 | 825 | 131 | 24.1 | 0.678
after floorplan | 0.245 | 536 | 61 | - | 1.11
[cells by family (layout without fill, tap and decap cells)]
logic type,Yosys count,after routing,synth area share (%)
simple gates,24,24,22.2
fa+ha+maj,3,3,7.01
mux,1,1,2.10
xor+xnor,5,5,8.18
buf+inv,4,28,3.04
flops,11,11,41.1
compound gates,13,13,16.4
[cells in the mapped netlist (all sizes together) (2+ instances only)]
| cell type | instances |
|---|---|
| inv | 3 |
| nand3 | 3 |
| nand2 | 7 |
| xor2 | 4 |
| a21oi | 5 |
| nor2 | 7 |
| a211oi | 4 |
| ha | 3 |
| nand4 | 2 |
| dfxtp | 11 |
| and3 | 2 |
[layout make-up]
cell class,instances,area (µm²),share of cell area [%]
Clock buffer,4,26.3,3.19
Inverter,3,11.3,1.37
Multi-Input combinational cell,46,299,36.3
Sequential cell,11,220,26.7
Tap cell,46,57.6,6.98
Timing Repair Buffer,21,210,25.5
[worst paths after layout]
| path | start | end | slack [ns] | cells past startpoint |
|---|---|---|---|---|
| max reg2reg | lower.state[0] | lower.state[1] | 0.98 | 4 |
| max | lower.state[2] | Qdata[2] | 0.68 | 1 |
| min reg2reg | high_clr | higher.state[0] | 0.48 | 1 |
| min | high_clr | higher.state[0] | 0.48 | 1 |
[power groups by stage]
stage	registers (mW)	clock network, mW	logic (mW)
after CTS	0.216	0.134	0.0798
after global routing	0.219	0.149	0.0876
final	0.216	0.130	0.0784
No activity file was given, so power comes from the tool's default toggle rates.
