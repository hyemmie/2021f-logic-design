<file path="/design/flow/run.sh">
#!/bin/bash
# OpenROAD 26Q1-2900-gdf79404cd8, Yosys 0.63+post, stock flow scripts
make -C /OpenROAD-flow-scripts/flow DESIGN_CONFIG=/design/flow/config.mk WORK_HOME=/design/flow/orfs finish
</file>
<file path="/design/flow/config.mk">
export PLATFORM = sky130hd
export DESIGN_NAME = ALU
export DESIGN_NICKNAME = ALU
export VERILOG_FILES = /design/flow/design.v
export SDC_FILE = /design/flow/constraint.sdc
export NUM_CORES = 4
export LEC_CHECK = 1
export CORE_UTILIZATION = 50
</file>
<file path="/design/flow/constraint.sdc">
current_design ALU

set clk_period 4.9
set clk_io_pct 0.2

create_clock -name clk0 -period $clk_period

set non_clock_inputs [all_inputs -no_clocks]
set_input_delay [expr $clk_period * $clk_io_pct] -clock clk0 $non_clock_inputs
set_output_delay [expr $clk_period * $clk_io_pct] -clock clk0 [all_outputs]
</file>
<file path="/design/flow/design.v">
`timescale 1ns / 1ps
module BCDto7SegmentDecoder(
    input [3:0] bcd,
    output reg [6:0] display
    );
	 always @ (*)
	 begin
		case (bcd)
			4'd0: display = 7'b1111110; 
			4'd1: display = 7'b0110000; 
			4'd2: display = 7'b1101101; 
			4'd3: display = 7'b1111001; 
			4'd4: display = 7'b0110011; 
			4'd5: display = 7'b1011011; 
			4'd6: display = 7'b1011111; 
			4'd7: display = 7'b1110000; 
			4'd8: display = 7'b1111111; 
			4'd9: display = 7'b1111011; 
		endcase
	 end
endmodule
`timescale 1ns / 1ps
module ALU(
    input [9:0] operand,
    input [5:0] opcode,
    output [6:0] d1,
    output [6:0] d2,
    output [6:0] d3,
    output [6:0] d4,
    output [6:0] d5,
    output [6:0] d6
    );
	 wire [2:0] opSel;
	 wire [23:0] op0;
	 wire [23:0] op1;
	 wire [23:0] op2;
	 wire [23:0] op3;
	 wire [23:0] op4;
	 wire [23:0] op5;
	 wire [23:0] op6;
	 OpcodeSelector sel(opcode, opSel);
	 Operation0 opr0(operand[9], operand[8:5], operand[4], operand[3:0], op0[23:20], op0[19:16], op0[15:12], op0[11:8], op0[7:4], op0[3:0]);
	 Operation1 opr1(operand[9:0], op1[23:20], op1[19:16], op1[15:12], op1[11:8], op1[7:4], op1[3:0]);
	 Operation2 opr2(operand[9], operand[8:5], operand[4], operand[3:0], op2[23:20], op2[19:16], op2[15:12], op2[11:8], op2[7:4], op2[3:0]);
	 Operation3 opr3(operand[9], operand[8:5], operand[4], operand[3:0], op3[23:20], op3[19:16], op3[15:12], op3[11:8], op3[7:4], op3[3:0]);
	 Operation4 opr4(operand[5:0], op4[23:20], op4[19:16], op4[15:12], op4[11:8], op4[7:4], op4[3:0]);
	 Operation5 opr5(operand[9], operand[8:3], operand[2:0], op5[23:20], op5[19:16], op5[15:12], op5[11:8], op5[7:4], op5[3:0]);
	 Operation6 opr6(operand[5], operand[4:0], op6[23:20], op6[19:16], op6[15:12], op6[11:8], op6[7:4], op6[3:0]);
	 DisplayController dis(op0, op1, op2, op3, op4, op5, op6, d1, d2, d3, d4, d5, d6, opSel);
endmodule
`timescale 1ns / 1ps
module DisplayController(
    input [23:0] op0,
    input [23:0] op1,
    input [23:0] op2,
    input [23:0] op3,
    input [23:0] op4,
    input [23:0] op5,
    input [23:0] op6,
    output reg [6:0] d1,
    output reg [6:0] d2,
    output reg [6:0] d3,
    output reg [6:0] d4,
    output reg [6:0] d5,
    output reg [6:0] d6,
    input [2:0] opSel
    );
	 wire [41:0] decOp0;
	 wire [41:0] decOp1;
	 wire [41:0] decOp2;
	 wire [41:0] decOp3;
	 wire [41:0] decOp4;
	 wire [41:0] decOp5;
	 wire [41:0] decOp6;
	 SignBitDecoder Op0d1(op0[23:20], decOp0[41:35]);
	 BCDto7SegmentDecoder Op0d2(op0[19:16], decOp0[34:28]);
	 BCDto7SegmentDecoder Op0d3(op0[15:12], decOp0[27:21]);
	 SignBitDecoder Op0d4(op0[11:8], decOp0[20:14]);
	 BCDto7SegmentDecoder Op0d5(op0[7:4], decOp0[13:7]);
	 BCDto7SegmentDecoder Op0d6(op0[3:0], decOp0[6:0]);
	 BCDto7SegmentDecoder Op1d1(op1[23:20], decOp1[41:35]);
	 BCDto7SegmentDecoder Op1d2(op1[19:16], decOp1[34:28]);
	 BCDto7SegmentDecoder Op1d3(op1[15:12], decOp1[27:21]);
	 BCDto7SegmentDecoder Op1d4(op1[11:8], decOp1[20:14]);
	 BCDto7SegmentDecoder Op1d5(op1[7:4], decOp1[13:7]);
	 BCDto7SegmentDecoder Op1d6(op1[3:0], decOp1[6:0]);
	 assign decOp2[41:28] = 14'b00000000000000;
	 SignBitDecoder Op2d3(op2[15:12], decOp2[27:21]);
	 BCDto7SegmentDecoder Op2d4(op2[11:8], decOp2[20:14]);
	 BCDto7SegmentDecoder Op2d5(op2[7:4], decOp2[13:7]);
	 BCDto7SegmentDecoder Op2d6(op2[3:0], decOp2[6:0]);
	 assign decOp3[41:28] = 14'b00000000000000;
	 SignBitDecoder Op3d3(op3[15:12], decOp3[27:21]);
	 BCDto7SegmentDecoder Op3d4(op3[11:8], decOp3[20:14]);
	 BCDto7SegmentDecoder Op3d5(op3[7:4], decOp3[13:7]);
	 BCDto7SegmentDecoder Op3d6(op3[3:0], decOp3[6:0]);
	 assign decOp4[41:35] = 7'b0000000;	 
	 BCDto7SegmentDecoder Op4d2(op4[19:16], decOp4[34:28]);
	 BCDto7SegmentDecoder Op4d3(op4[15:12], decOp4[27:21]);
	 assign decOp4[20:14] = 7'b0000000;	 
	 BCDto7SegmentDecoder Op4d5(op4[7:4], decOp4[13:7]);
	 BCDto7SegmentDecoder Op4d6(op4[3:0], decOp4[6:0]);	 
	 BCDto7SegmentDecoder Op5d1(op5[23:20], decOp5[41:35]);
	 BCDto7SegmentDecoder Op5d2(op5[19:16], decOp5[34:28]);
	 BCDto7SegmentDecoder Op5d3(op5[15:12], decOp5[27:21]);
	 BCDto7SegmentDecoder Op5d4(op5[11:8], decOp5[20:14]);
	 BCDto7SegmentDecoder Op5d5(op5[7:4], decOp5[13:7]);
	 BCDto7SegmentDecoder Op5d6(op5[3:0], decOp5[6:0]);
	 assign decOp6[41:35] = 7'b0000000;	 
	 BCDto7SegmentDecoder Op6d2(op6[19:16], decOp6[34:28]);
	 BCDto7SegmentDecoder Op6d3(op6[15:12], decOp6[27:21]);
	 BCDto7SegmentDecoder Op6d4(op6[11:8], decOp6[20:14]);
	 BCDto7SegmentDecoder Op6d5(op6[7:4], decOp6[13:7]);
	 BCDto7SegmentDecoder Op6d6(op6[3:0], decOp6[6:0]);
	 always @ (*) begin
		case (opSel)
			3'b000 : 
			begin
				d1 = decOp0[41:35];
				d2 = decOp0[34:28];
				d3 = decOp0[27:21];
				d4 = decOp0[20:14];
				d5 = decOp0[13:7];
				d6 = decOp0[6:0];
			end
			3'b001 :
			begin
				d1 = decOp1[41:35];
				d2 = decOp1[34:28];
				d3 = decOp1[27:21];
				d4 = decOp1[20:14];
				d5 = decOp1[13:7];
				d6 = decOp1[6:0];
			end
			3'b010 :
			begin
				d1 = decOp2[41:35];
				d2 = decOp2[34:28];
				d3 = decOp2[27:21];
				d4 = decOp2[20:14];
				d5 = decOp2[13:7];
				d6 = decOp2[6:0];			
			end
			3'b011 :
			begin
				d1 = decOp3[41:35];
				d2 = decOp3[34:28];
				d3 = decOp3[27:21];
				d4 = decOp3[20:14];
				d5 = decOp3[13:7];
				d6 = decOp3[6:0];			
			end			
			3'b100 :
			begin
				d1 = decOp4[41:35];
				d2 = decOp4[34:28];
				d3 = decOp4[27:21];
			   d4 = decOp4[20:14];
				d5 = decOp4[13:7];
				d6 = decOp4[6:0];			
			end			
			3'b101 :
			begin
				d1 = decOp5[41:35];
			   d2 = decOp5[34:28];
				d3 = decOp5[27:21];
				d4 = decOp5[20:14];
				d5 = decOp5[13:7];
				d6 = decOp5[6:0];			
			end
			3'b110 :
			begin
				d1 = decOp6[41:35];
				d2 = decOp6[34:28];
				d3 = decOp6[27:21];
				d4 = decOp6[20:14];
				d5 = decOp6[13:7];
				d6 = decOp6[6:0];			
			end		
			default: 
			begin
				d1 = decOp0[41:35];
				d2 = decOp0[34:28];
				d3 = decOp0[27:21];
				d4 = decOp0[20:14];
				d5 = decOp0[13:7];
				d6 = decOp0[6:0];			
			end
		endcase
end
endmodule
`timescale 1ns / 1ps
module OpcodeSelector(
    input [5:0] opcode,
    output reg [2:0] out
    );
always @ (*)
    begin
        case (opcode)
			6'b000000: out = 3'b000; 
			6'b100000: out = 3'b001; 
			6'b010000: out = 3'b010; 
			6'b001000: out = 3'b011; 
			6'b000100: out = 3'b100; 
			6'b000010: out = 3'b101; 
			6'b000001: out = 3'b110; 
			default: out = 3'b000;
		endcase 
	end
endmodule
`timescale 1ns / 1ps
module Operation0(
	 input signX,
	 input [3:0] operandX,
	 input signY,
    input [3:0] operandY,
    output [3:0] d1,
    output [3:0] d2,
    output [3:0] d3,
    output [3:0] d4,
    output [3:0] d5,
    output [3:0] d6
    );
		assign d1 = (signX == 1'b1 && operandX > 0)? 4'b0001 : 4'b0000;
		assign d2 = 4'b0000;
		assign d3 = operandX;
		assign d4 = (signY == 1'b1 && operandY > 0) ? 4'b0001 : 4'b0000;
		assign d5 = 4'b0000;
		assign d6 = operandY;  
endmodule
`timescale 1ns / 1ps
module Operation1(
    input [9:0] binary,
    output [3:0] d1,
    output [3:0] d2,
    output [3:0] d3,
    output [3:0] d4,
    output [3:0] d5,
    output [3:0] d6
    );
	 assign d1 = binary[5];
	 assign d2 = binary[4];
	 assign d3 = binary[3];
	 assign d4 = binary[2];
	 assign d5 = binary[1];
	 assign d6 = binary[0];
endmodule
`timescale 1ns / 1ps
module Operation2(
    input signX,
	 input [3:0] operandX,
    input signY,
    input [3:0] operandY,
    output [3:0] d1,
    output [3:0] d2,
    output [3:0] d3,
    output [3:0] d4,
    output [3:0] d5,
    output [3:0] d6
    );
	 wire [4:0] temp;
	 assign d1 = 4'b0000;
	 assign d2 = 4'b0000;
	 assign d3 = (signX == signY) ? signX : (operandX > operandY) ? signX : signY;
	 assign temp = (signX == signY) ? operandX + operandY : (operandX > operandY) ? operandX - operandY : operandY - operandX;
	 assign d4 = 4'b0000;
	 assign d5 = temp[4];
	 assign d6 = temp[3:0];
endmodule
`timescale 1ns / 1ps
module Operation3(
    input signX,
	 input [3:0] operandX,
    input signY,
    input [3:0] operandY,
    output [3:0] d1,
    output [3:0] d2,
    output [3:0] d3,
    output [3:0] d4,
    output [3:0] d5,
    output [3:0] d6
    );
	  wire [7:0] temp;
	  assign temp = operandX * operandY;
	  assign d3 = (signX == signY)? 4'b0000 : 4'b0001;
	  assign d4 = 4'b0000;
	  assign d5 = temp[7:4];	
	  assign d6 = temp[3:0];
endmodule
`timescale 1ns / 1ps
module Operation4(
    input [5:0] operandX,
    output reg [3:0] d1,
    output reg [3:0] d2,
    output reg [3:0] d3,
    output reg [3:0] d4,
    output reg [3:0] d5,
    output reg [3:0] d6
    );
	 integer one;
	 integer zero;
	 integer i;
	 always @ (*)
	 begin
		one = 0;
		zero = 0;
		 for (i = 0; i < 6; i = i+1)
		 begin
			zero = zero + (~operandX[i] & 1);
			one = one + operandX[i];
		 end
		 d1 = 4'b0000;
		 d2 = 4'b0000;
		 d3 = one;
		 d4 = 4'b0000;
		 d5 = 4'b0000;
		 d6 = zero; 
	end
endmodule
`timescale 1ns / 1ps
module Operation5(
    input direction,
    input [5:0] X,
    input [2:0] shamt,
    output [3:0] d1,
    output [3:0] d2,
    output [3:0] d3,
    output [3:0] d4,
    output [3:0] d5,
    output [3:0] d6
    );
	 wire [5:0] temp;
	 assign temp = (direction == 1'b1) ? X << shamt : X >> shamt;
	 assign d1 = temp[5];
	 assign d2 = temp[4];
	 assign d3 = temp[3];
	 assign d4 = temp[2];
	 assign d5 = temp[1];
	 assign d6 = temp[0];
endmodule
`timescale 1ns / 1ps
module Operation6(
	 input hidden,
    input [4:0] operandX,
    output [3:0] d1,
    output reg [3:0] d2,
    output reg [3:0] d3,
    output reg [3:0] d4,
    output reg [3:0] d5,
    output reg [3:0] d6
    );
	 reg [6:0] temp;
	 integer one = 0;
	 integer zero = 0;
	 integer i;
	 integer j;
	 reg	 [4:0] result;
	 always @ (*)
	 begin
	 	 temp = {hidden, operandX[4:0], hidden};
		 for (i = 6; i > 1; i = i-1)
		 begin
			for (j = i; j > i-3; j = j-1)
			begin
				if (temp[j] == 1'b0)
				begin
					zero = zero + 1;
				end
				if (temp[j] == 1'b1)
				begin
					one = one + 1;
				end
			end
			result[i-2] = (zero > one) ? 	1'b0 : 1'b1;
			zero = 0;
			one = 0;
		 end
		 d2 = result[4];
		 d3 = result[3];
		 d4 = result[2];
		 d5 = result[1];
		 d6 = result[0];
	end
endmodule
`timescale 1ns / 1ps
module SignBitDecoder(
    input [3:0] sign,
    output [6:0] display
    );
	assign display = (sign == 4'b0001)? 7'b0000001 : 7'b0000000;
endmodule
</file>
==> impl_metrics.py <==
# Generated from Yosys and OpenROAD reports
metrics = {
    "route": {
        "viasPerCell": 5.534,
        "drt_pre_antenna_iters": 6,
        "drt-initial-drc-count": 226,
        "ant_nets": 0,
        "diodes": 0,
        "drc": 0,
        "vias": 4278,
        "wl_per_cell_um": 15.36,
        "routed_wl_um": 11870,
    },
    "sta": {
        "unclocked_pins": 49,
        "timing.final.crit_share_pct": 102.4,
        "clock.fmax_ghz": 0.1993,
        "final_hold_viol_count": 0,
        "worstMarginPinSlew_ps": 619.9,
        "final.setup.worst_slack_ps": -117.5,
        "slew_violations": 0,
        "untimed_endpoints": 49,
        "timing.slew.headroom_pct": 58.68,
        "rsz0062_at_grt": "yes",
        "period_minus_slack_ps": 5018,
        "setup_viol": 3,
    },
    "setup_path": {
        "cpMostUsedCell": "fa_1",
        "max_stage_delay_ps": 610,
        "cpMaxStageDelayCell": "fa_2",
        "worstPathArrival_ps": 4040,
        "crit_fanout": 7,
        "start_kind": "primary input",
        "critPathKind": "primary input to output port",
        "crit_required_ps": 3920,
        "crit_chain": "buf_8 -> inv_8 -> buf_6 -> fa_1 -> fa_1 -> inv_1 -> ha_2 -> fa_2 -> nor2b_4 -> nor2_1 -> a21oi_1 -> dlxtn_2 -> nand2_1 -> a21oi_2 -> clkbuf_2",
        "critPathCaptureType": "output port",
    },
    "synthesis": {
        "yosysMostFrequentCell": "nand2_1",
        "synth_warnings": 5,
        "numSynthFlops": 49,
        "avgSynthCellArea_sq_um": 7.552,
        "synthArstFlopShare_pct": 0,
        "xor_share_pct": 6.110,
        "synth_cell_type_count": 66,
        "edf_count": 0,
        "yosys-top-cells-area": "dlxtn_1, ha_1, fa_1",
        "yosys_cells": 583,
        "ys_sh_simple_pct": 20.66,
        "aoi_share_pct": 24.07,
        "ff_type": "dlxtn_1",
        "syn_inst": 583,
        "top_cell_area_share_pct": 16.71,
        "synth_area_leader_cell": "dlxtn_1",
        "ys_top_logic_family": "AND-OR/OR-AND gates",
        "yosys_area_sq_um": 4403,
        "netlist_area_sq_um": 4403,
        "top_cells_by_count": "nand2_1, a21oi_1, ha_1, nor2_1, dlxtn_1",
        "mux_area_share_pct": 1.421,
        "yosys.area_share.adder_pct": 22.62,
    },
    "die": {
        "core_sq_um": 8382,
        "die_w_um": 95.84,
        "io_pins": 58,
        "chipHeight_um": 95.84,
        "row_count": 33,
        "fp_util_pct": 52.53,
        "chipArea_sq_um": 9185,
    },
    "global_route": {
        "antenna_found_initial": 0,
        "grt_overflow": 0,
        "grt_pass1_wl_um": 18840,
        "grt_pass1_vias": 3723,
        "track_usage_pct": 27.66,
        "grt_max_degree": 23,
    },
    "cells_and_area": {
        "fin_util_pct": 64.92,
        "num-fill-cells": 753,
        "syn_to_final_growth_pct": 23.59,
        "final_area_sq_um": 5441,
        "fin_cells": 773,
        "drive_gt1_share_pct": 16.62,
    },
    "place": {
        "io_buffer_count": 57,
        "gp_congestion": 0.9125,
        "dp_hpwl_um": 9432,
        "placed_cells": 761,
        "placed_area_sq_um": 5279,
    },
    "pwr": {
        "clock_power_share_pct": 0,
        "vdd_drop_max_mv": 0.1550,
        "internal_power_uw": 400.0,
        "powerDensity_nw_per_um2": 142.6,
        "p_leak_uw": 0.002564,
        "p_seq_share_pct": 14.9,
        "switching_share_pct": 48.47,
        "p_comb_share_pct": 85.1,
        "total_power_uw": 776.2,
        "power.switching_uw": 376.2,
    },
    "flow_run": {
        "max_cap_violations": 0,
        "tool_warnings": 65,
    },
    "run_status": {
        "violations": "setup timing",
        "status": "finished with violations",
    },
    "hold_path": {
        "hp-class": "primary input to output port",
    },
}
## state kept, by name, indices dropped and copies added, names as in the netlist
register / count
dis.Op3d5.display: 7
dis.Op0d6.display: 7
dis.Op4d3.display: 7
dis.Op0d3.display: 7
dis.Op2d6.display: 7
dis.Op3d6.display: 7
dis.Op4d6.display: 7
## layer usage
metal  vias to the layer above  track usage (%)  share of wire, %  routed length (um)
met3                        13            3.534               7.4                 879
met5                         -                0                 0                   0
li1                       2175                -                 -                   -
met1                      1955            43.21                47                5612
met4                         0            4.478               2.1                 253
met2                       135            42.62                43                5125
## cells by family after synthesis
| kind of cell | Yosys count |
|---|---|
| AND-OR/OR-AND | 161 |
| buffers and inverters | 82 |
| XOR/XNOR | 29 |
| adder cells (fa/ha/maj) | 70 |
| other | 1 |
| multiplexers | 5 |
| latches | 49 |
| AND/OR/NAND/NOR | 186 |
## per-stage QoR
step	TNS, ps	hold slack [ps]	worst slack (ps)
final	-226.3	2790	-117.5
after global routing	-936.5	2843	-262.1
after floorplan	-16.75	2169	-16.75
after global placement	-13690	3214	-1197
after detailed placement	-13770	3228	-1190
after CTS	-1867	2922	-495.8
## worst max-delay path, delay by kind of cell
family                     cells  cell delay, ps
adders and majority gates      4            1750
buffers and inverters          5             360
latches                        1             350
and+or+nand+nor                3             310
AOI/OAI and AO/OA              2             290
## area by class of cell
cell class / instances / area (sq um) / share of cell area, %
multi-input cells: 466 / 3427 / 62.98
repair buffers: 113 / 955.9 / 17.57
flip-flops and latches: 49 / 740.7 / 13.61
inverters: 40 / 186.4 / 3.426
well taps: 105 / 131.4 / 2.414
## power groups by stage
| stage | sequential (uW) | clock, uW | combinational (uW) |
|---|---|---|---|
| 6_report | 116 | 0 | 660 |
| 5_1_grt | 121 | 0 | 741 |
| 4_1_cts | 115 | 0 | 650 |
## timing repair
item | CTS | global route
setup endpoints to repair | 14 | 18
hold buffers | 0 | 0
resized | 65 | 29
gates cloned | 0 | 0
pin swaps | 21 | 17
buffers inserted | 15 | 15
## cells in the final DEF, fill, tap and decap left out, types with 4 or more instances in the layout
cell / instances
nand2_1: 56
nor2_1: 54
buf_4: 54
ha_1: 52
a21oi_1: 50
dlxtn_1: 45
clkdlybuf4s50_1: 38
o21ai_0: 35
inv_1: 33
conb_1: 15
xor2_1: 14
fa_1: 14
nand2b_1: 13
xnor2_1: 13
a21o_1: 12
nand3_1: 12
nor3_1: 8
o22a_1: 8
a222oi_1: 7
clkbuf_2: 7
and2_1: 6
nand3b_1: 5
o22ai_1: 5
a21oi_2: 5
buf_2: 5
nand4_1: 4
a211oi_1: 4
o21a_1: 4
nor2b_1: 4
mux2i_1: 4
a31oi_1: 4
dlxtn_2: 4
## final timing paths
path | startpoint | end | slack [ps] | cells after the start
max | operand[0] | d3[3] | -120 | 15
min | operand[3] | d3[3] | 2790 | 5
No activity file was given, so power comes from the tool's default toggle rates.
