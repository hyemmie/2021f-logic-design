$ cat flow/config.mk
export PLATFORM = sky130hd
export DESIGN_NAME = selectAdd8
export DESIGN_NICKNAME = selectAdd8
export VERILOG_FILES = /design/flow/design.v
export SDC_FILE = /design/flow/constraint.sdc
export NUM_CORES = 4
export LEC_CHECK = 1
export CORE_AREA = 10 10 70 70
export DIE_AREA = 0 0 80 80
$ cat flow/constraint.sdc
current_design selectAdd8

set clk_period 4.2
set clk_io_pct 0.2

create_clock -name clk0 -period $clk_period

set non_clock_inputs [all_inputs -no_clocks]
set_input_delay [expr $clk_period * $clk_io_pct] -clock clk0 $non_clock_inputs
set_output_delay [expr $clk_period * $clk_io_pct] -clock clk0 [all_outputs]
$ cat flow/design.v
`timescale 1ns / 1ps
module add4(
    input [3:0] a,
    input [3:0] b,
    input cin,
    output [3:0] sum,
    output cout
    );
	 assign {cout, sum} = a + b + cin;
endmodule
`timescale 1ns / 1ps
module mux2_1_1bit(
    input a,
    input b,
    input selection,
    output out
    );
	assign out = (selection == 1'b1) ? a : b;
endmodule
`timescale 1ns / 1ps
module mux2_1_4bit(
    input [3:0] a,
    input [3:0] b,
    input selection,
    output [3:0] out
    );
	assign out = (selection == 1'b1) ? a : b;
endmodule
`timescale 1ns / 1ps
module selectAdd8(
    input [7:0] a,
    input [7:0] b,
    input cin,
    output [7:0] sum,
    output cout
    );
	 wire carry;
	 wire [3:0] carry4Bit;
	 wire [3:0] sum_with_c0;
	 wire [3:0] sum_with_c1;
	 wire carry0;
	 wire carry1;
	add4 add_3_to_0(a[3:0],b[3:0],cin,sum[3:0],carry);
	add4 add_7_to_4_cin0(a[7:4],b[7:4],1'b0,sum_with_c0[3:0],carry0);
	add4 add_7_to_4_cin1(a[7:4],b[7:4],1'b1,sum_with_c1[3:0],carry1); 
	mux2_1_1bit select_cout(carry1, carry0, carry, cout);
	mux2_1_4bit select_sum(sum_with_c1[3:0], sum_with_c0[3:0], carry, sum[7:4]);
endmodule
$ cat flow/run.sh
#!/bin/bash
# OpenROAD 26Q1-2900-gdf79404cd8, Yosys 0.63+post, stock flow scripts
make -C /OpenROAD-flow-scripts/flow DESIGN_CONFIG=/design/flow/config.mk WORK_HOME=/design/flow/orfs finish
==> results.cfg <==
; generated from flow reports
[final_timing]
setup_slack_ns = 0.168
timing_worst_slew_pin_value_ns = 0.284
period_needed_ns = 4.03
max_freq_mhz = 248
final-max-slew-violation-count = 0
hold_viol_final = 0
worst_slew_margin_rel_pct = 81.1
layout_worst_path_cycle_share_pct = 96.0
grt_setup_unrepaired = no
report.final.setup_viol = 0

[floorplan]
io-pin-count = 26
core.rowCount = 21
die_w_um = 80
design.core.area_mm2 = 0.00342
chip_area_mm2 = 0.00640
dieHeight_um = 80
initial_utilization_pct = 11.2

[route]
wl_per_cell_um = 8.87
drt_pre_antenna_iters = 2
drt.antenna.violating_nets = 0
drt_iter0_drc = 4
vias_per_cell = 3.12
drt-total-wl_um = 1070
drt_drc_violations_left = 0
insertedDiodeCount = 0
routed-via-count = 377

[yosys]
ys_cells = 47
synth_area_leader_cell = sky130_fd_sc_hd__ha_1
top_cell = sky130_fd_sc_hd__inv_1
ys_area_um2 = 382
yosys.stat.seqShare_pct = 0
top_cell_area_share_pct = 26.2
synth_cell_type_count = 18
syn-cell-area_um2 = 382
synth_cells = 47
yosysWarnings = 0
synth.top_cells.by_area = sky130_fd_sc_hd__ha_1 26%, sky130_fd_sc_hd__fa_1 16%, sky130_fd_sc_hd__inv_1 9.8%
synth.top_cells.by_count = 10 x sky130_fd_sc_hd__inv_1, 8 x sky130_fd_sc_hd__ha_1, 5 x sky130_fd_sc_hd__a21oi_1, 4 x sky130_fd_sc_hd__xnor2_1, 3 x sky130_fd_sc_hd__fa_1
synth.avg_cell_area_um2 = 8.12

[final_layout]
seq_cells = 0
post-route-util_pct = 21.7
drive_gt1_share_pct = 12.0
seq_area_um2 = 0
area_growth_pct = 94.1
clockBufferCount = 0
nFillCells = 381

[clocking]
cts_hold_buf = 0
post_cts_buffers = 0

[power_and_ir_drop]
power_density_mw_per_mm2 = 145
worst_ir_drop_vdd_uv = 38.8
power_leakage_nw = 0.325

[global_route]
grt_antenna_before_repair = 0
grt_first_pass_wirelength_um = 1810
global_route.overflow_total = 0
grt_max_degree = 5
grt_pass1_vias = 404
globalRouteTotalUtil_pct = 3.36

[status]
run_status = complete, no violations

[placement]
io_buffer_count = 26
gpl.final_weighted_congestion = 0.808
dp_hpwl_um = 1040
pre_cts_ws_ns = -0.173

[worst_setup_path]
path_class = input pin to output port
critical_path.endpoint_type = output port
crit_path_start_kind = input pin
worstPathArrival_ns = 3.19
timing.critical_path.fanout_max = 4
worstPathRequired_ns = 3.36

[flow_run]
max-cap-violations = 0
warning_count = 32

[hold_path]
min-delay-path-class = input pin to output port
what timing repair did:
action | CTS | global route
gates cloned | 0 | 0
pin swaps | 2 | 1
endpoints found under the setup margin | 1 | 1
resized | 4 | 2
metrics by stage:
stage | setup TNS (ns) | power [W] | hold WS [ns] | instance area (um^2) | std cells
6_report | 0 | 0.000108 | 2.55 | 741 | 121
5_1_grt | 0 | 0.000122 | 2.61 | 741 | 121
4_1_cts | 0 | 0.000111 | 2.78 | 736 | 121
3_5_place_dp | -0.173 | 0.000107 | 2.75 | 714 | 121
3_3_place_gp | -0.155 | 0.000106 | 2.73 | 714 | 121
2_1_floorplan | 0 | 0.0000424 | 1.85 | 382 | 47
metal layers:
| metal | GRT usage, % | wire (um) | up-vias |
|---|---|---|---|
| met4 | 0 | 0 | 0 |
| met1 | 5.01 | 534 | 147 |
| met2 | 4.74 | 364 | 21 |
| met5 | 0 | 0 | - |
| li1 | - | - | 209 |
| met3 | 1.25 | 174 | 0 |
final cells by class:
| class | count | area, um^2 | share of cell area, % |
|---|---|---|---|
| inverters | 10 | 37.5 | 5.07 |
| repair buffers | 28 | 278 | 37.5 |
| well taps | 46 | 57.6 | 7.77 |
| multi-input cells | 37 | 368 | 49.7 |
placed cells by master, fill, tap and decap left out, types with 2 or more instances in the layout:
cell type / n
sky130_fd_sc_hd__a21oi_1: 5
sky130_fd_sc_hd__buf_4: 2
sky130_fd_sc_hd__clkdlybuf4s50_1: 25
sky130_fd_sc_hd__fa_2: 2
sky130_fd_sc_hd__ha_1: 8
sky130_fd_sc_hd__inv_1: 10
sky130_fd_sc_hd__nand2_1: 2
sky130_fd_sc_hd__nand3_1: 2
sky130_fd_sc_hd__nor2_1: 2
sky130_fd_sc_hd__xnor2_1: 4
sky130_fd_sc_hd__xor2_1: 2
worst max-delay path, stage by stage:
cell and delay (ns):
sky130_fd_sc_hd__clkdlybuf4s50_1 0.45, sky130_fd_sc_hd__inv_1 0.05, sky130_fd_sc_hd__fa_2 0.39, sky130_fd_sc_hd__fa_2 0.35, sky130_fd_sc_hd__nor2b_2 0.12, sky130_fd_sc_hd__o21ai_2 0.09
sky130_fd_sc_hd__nand2_1 0.12, sky130_fd_sc_hd__mux2_2 0.34, sky130_fd_sc_hd__clkdlybuf4s50_1 0.42
path summary, 6_finish.rpt:
check | startpoint | end | slack, ns | cells after the start
worst max-delay path | a[0] | sum[5] | 0.17 | 9
worst min-delay path | b[7] | cout | 2.55 | 5
cell families (layout without fill, tap and decap cells):
| kind of cell | Yosys count | after routing | synth area share [%] |
|---|---|---|---|
| AND-OR/OR-AND | 9 | 9 | 15.7 |
| XOR/XNOR | 7 | 7 | 18.0 |
| adder cells (fa/ha/maj) | 11 | 11 | 42.0 |
| buffers and inverters | 10 | 38 | 9.84 |
| multiplexers | 1 | 1 | 2.95 |
| AND/OR/NAND/NOR | 9 | 9 | 11.5 |
power breakdown:
part / switching [W] / internal (W) / leakage [nW]
registers: 0 / 0 / 0
clock network: 0 / 0 / 0
logic: 0.0000364 / 0.0000713 / 0.325
total: 0.0000364 / 0.0000713 / 0.325
Power figures rest on the tool's default switching activity, not on a simulated workload.
